**./run.sh**
```bash
#!/bin/bash
# OpenROAD 26Q1-2900-gdf79404cd8, Yosys 0.63+post, stock flow scripts
make -C /OpenROAD-flow-scripts/flow DESIGN_CONFIG=/design/flow/config.mk WORK_HOME=/design/flow/orfs finish
```
**./config.mk**
```make
export PLATFORM = sky130hd
export DESIGN_NAME = hazard_detect
export DESIGN_NICKNAME = hazard_detect
export VERILOG_FILES = /design/flow/design.v
export SDC_FILE = /design/flow/constraint.sdc
export NUM_CORES = 4
export LEC_CHECK = 1
export CORE_AREA = 10 10 70 70
export DIE_AREA = 0 0 80 80
export SYNTH_HDL_FRONTEND = slang
```
**./constraint.sdc**
```tcl
current_design hazard_detect

set clk_period 1.6
set clk_io_pct 0.2

create_clock -name clk0 -period $clk_period

set non_clock_inputs [all_inputs -no_clocks]
set_input_delay [expr $clk_period * $clk_io_pct] -clock clk0 $non_clock_inputs
set_output_delay [expr $clk_period * $clk_io_pct] -clock clk0 [all_outputs]
```
**./design.v**
```verilog
package decode_pkg;
  typedef struct packed {
    logic [31:0] pc_plus4;
    logic [31:0] rs1_data, rs2_data;
    logic [31:0] imm;
    logic  [4:0] rs1, rs2, rd;
    logic [2:0] funct3;
    logic       funct7_5;
    logic       RegWrite, MemRead, MemWrite, MemToReg, Branch, ALUSrc;
    logic [1:0] ALUOp;
    logic [2:0] ImmSel;
  } id_ex_t;
endpackage
package execute_pkg;
  typedef struct packed {
    logic [31:0] alu_result;
    logic [31:0] rs2_data;
    logic  [4:0] rd;
    logic        MemRead, MemWrite, MemToReg, RegWrite;
  } ex_mem_t;
endpackage
package fetch_pkg;
  typedef struct packed {
    logic [31:0] pc;
    logic [31:0] pc_plus4;
    logic [31:0] instr;
  } if_id_t;
endpackage
package memory_pkg;
  typedef struct packed {
    logic [31:0] mem_data;
    logic [31:0] alu_result;
    logic  [4:0] rd;
    logic        RegWrite, MemToReg;
  } mem_wb_t;
endpackage
`timescale 1ps/1ps
module hazard_detect(
  input  logic        id_ex_mem_read,
  input  logic [4:0]  id_ex_rd,
  input  logic [4:0]  if_id_rs1,
  input  logic [4:0]  if_id_rs2,
  output logic        load_use_stall
);
  always_comb begin
    load_use_stall = 1'b0;
    if ( id_ex_mem_read
        && (id_ex_rd != 5'd0)
        && ( (id_ex_rd == if_id_rs1) || (id_ex_rd == if_id_rs2) ) ) begin
      load_use_stall = 1'b1;  
    end
  end
endmodule
```
==> flow_summary_export.csv <==
group,metric,value,unit
pwr,p_comb_share,100.0,%
clocking,cts_setup_buffers,0,
sta,finalSetupViolCount,0,
cells_and_area,nClkBuffers,0,
cells_and_area,fin_util,10.2,%
logic_synthesis,yosys-stat-cells,17,
critical_path,path_max_fanout,2,
pwr,peakVddDrop,0.0000196,V
sta,max_slew.worst_pin.slew,168,ps
logic_synthesis,postSynthSeqShare,0,%
placement,dp.cells,83,
pwr,pwr-share-clk,0,%
sta,slew_violations,0,
logic_synthesis,ys_warn_count,0,
floorplan,die_y,80,um
logic_synthesis,yosysTopAreaCell,"xor2_1",
pwr,internal_power,0.0422,mW
hold_path,hold_depth,4,
hold_path,hp-start,"id_ex_rd[0]",
hold_path,hold_end,"load_use_stall",
grt,grt_pass1_wl,945,um
placement,globalplace.congestion,0.803,
critical_path,critical_path_class,"input pin to output pin",
logic_synthesis,ys_top_cells_by_count,"xor2_1 (6), xnor2_1 (4), nand3_1 (2), nor3_1 (2)",
pwr,p_total,0.0659,mW
logic_synthesis,syn-cell-area,125,sq um
logic_synthesis,topCellsByArea,"xor2_1 (42%), xnor2_1 (28%), nand3_1 (8.0%), nor3_1 (8.0%), or4_1 (6.0%)",
grt,grt_max_degree,4,
floorplan,rows,21,
cells_and_area,final_cell_count_no_fill,83,
floorplan,num_io_pins,17,
critical_path,required,1280,ps
detailed_routing,drt_iter0_drc,0,
sta,max_freq,640,MHz
cells_and_area,drive_above_1_share,24.3,%
pwr,p_per_area,190,nW/um^2
pwr,p_switching,0.0238,mW
logic_synthesis,most_common_cell,"xor2_1",
floorplan,dieArea,6400,sq um
detailed_routing,ant_nets,0,
floorplan,die_x,80,um
critical_path,endpoint_kind,"output pin",
logic_synthesis,yosysTopAreaCellShare,42.0,%
logic_synthesis,synth.avg_cell_area,7.36,sq um
grt,grt_usage,1.85,%
cells_and_area,syn_to_final_growth,178,%
sta,grt_setup_unrepaired,"no",
detailed_routing,drc,0,
detailed_routing,firstDrtPassIters,1,
detailed_routing,vias_per_cell,2.29,
grt,grt-ovfl-total,0,
hold_path,hold_class,"input pin to output pin",
sta,finalCriticalPeriod,1560,ps
status,status,"completed",
job,maxCapViolations,0,
grt,grt_pass1_vias,183,
floorplan,fp-utilization,3.66,%
placement,dp_hpwl,623,um
cells_and_area,flop_area,0,sq um
detailed_routing,routedWlPerCell,8.36,um
cells_and_area,design.seq.count,0,
sta,hold_ws,1030,ps
sta,hold_viol,0,
critical_path,start_kind,"input pin",
pwr,p_seq_share,0,%
grt,antenna_found_initial,0,
pwr,switching_share,36.1,%
pwr,p_leak,0.157,nW
sta,fin_crit_sh,97.7,%
detailed_routing,antenna_cells,0,
detailed_routing,vias,190,
sta,slew_headroom,88.7,%
detailed_routing,drt_wl_total,694,um
critical_path,worstPathArrival,1240,ps
placement,numPortBuffers,17,
logic_synthesis,ys_types,7,
logic_synthesis,synthCells,17,
job,tool_warnings,32,
floorplan,core,3420,sq um
logic_synthesis,ys_area,125,sq um
final cells by class:
type / instances / area [sq um]
fill: 403 / 3070
timing repair buffer: 20 / 165
multi-input combinational: 17 / 125
tap: 46 / 57.6
how the worst max path moves through the flow:
stage | from | endpoint | slack, ps | cells after the start
final | id_ex_rd[1] | load_use_stall | 40 | 5
after global routing | if_id_rs2[2] | load_use_stall | 3 | 5
after CTS | id_ex_rd[0] | load_use_stall | 9 | 6
per-stage QoR:
stage | instance area [sq um] | setup TNS [ps] | worst slack [ps]
3_3_place_gp | 375 | -636 | -636
6_report | 348 | 0 | 36.5
5_1_grt | 348 | 0 | 2.76
2_1_floorplan | 125 | 0 | 312
3_5_place_dp | 375 | -625 | -625
4_1_cts | 347 | 0 | 8.82
placed cells by master (no fill, tap or decap):
cell / instances
xor2_1: 6
buf_2: 4
o21ai_1: 1
dlygate4sd2_1: 4
clkbuf_2: 2
clkdlybuf4s50_1: 2
a21oi_1: 1
or4_1: 1
clkdlybuf4s15_1: 2
buf_4: 3
nand3_1: 2
nor3_1: 2
dlymetal6s2s_1: 3
xnor2_1: 4
cell families (layout without fill, tap and decap cells):
group / after synthesis / count (layout) / synth area share [%]
XOR/XNOR: 10 / 10 / 70.0
AND/OR/NAND/NOR: 5 / 5 / 22.0
AND-OR/OR-AND: 2 / 2 / 7.99
buffers and inverters: 0 / 20 / 0
worst max-delay path, stage by stage:
cell and delay [ps]:
dlygate4sd2_1 240, or4_1 390, o21ai_1 130, a21oi_1 50
buf_2 110
what timing repair did:
| item | in CTS | in global routing |
|---|---|---|
| pin swaps | 6 | 12 |
| endpoints found under the setup margin | 1 | 1 |
| hold buffers | 0 | 0 |
| gates cloned | 0 | 0 |
| resized | 24 | 8 |
power by group through the flow:
stage	Sequential [mW]	Combinational, mW	Clock (mW)
6_report	0	0.0659	0
5_1_grt	0	0.0714	0
4_1_cts	0	0.0682	0
layer usage:
layer,GRT usage [%],share of wire (%),wire length [um]
met1,2.24,42,289
met2,3.29,48,333
met3,0.568,10,71
met4,0,0,0
met5,0,0,0
Power figures rest on the tool's default switching activity, not on a simulated workload.
